### design/flow/run.sh
#!/bin/bash
# OpenROAD 26Q1-2900-gdf79404cd8, Yosys 0.63+post, stock flow scripts
make -C /OpenROAD-flow-scripts/flow DESIGN_CONFIG=/design/flow/config.mk WORK_HOME=/design/flow/orfs finish
### design/flow/config.mk
export PLATFORM = sky130hd
export DESIGN_NAME = FloatingCompare
export DESIGN_NICKNAME = FloatingCompare
export VERILOG_FILES = /design/flow/design.v
export SDC_FILE = /design/flow/constraint.sdc
export NUM_CORES = 4
export LEC_CHECK = 1
export CORE_AREA = 10 10 94 94
export DIE_AREA = 0 0 104 104
### design/flow/constraint.sdc
current_design FloatingCompare

set clk_period 3.8
set clk_io_pct 0.2

create_clock -name clk0 -period $clk_period

set non_clock_inputs [all_inputs -no_clocks]
set_input_delay [expr $clk_period * $clk_io_pct] -clock clk0 $non_clock_inputs
set_output_delay [expr $clk_period * $clk_io_pct] -clock clk0 [all_outputs]
### design/flow/design.v
`timescale 1ns / 1ps
module FloatingCompare (
    input [31:0] A,
    input [31:0] B,
    output reg result
);
  always @(*) begin
    if (A == B) result = 1'b1;   
    else if (A[31] != B[31]) result = ~A[31];   
    else begin
      if (A[30:23] != B[30:23]) begin
        result = (A[30:23] > B[30:23]) ? 1'b1 : 1'b0;   
        if (A[31])
          result = ~result;   
      end   
      else begin
        result = (A[22:0] > B[22:0]) ? 1'b1 : 1'b0;   
        if (A[31])
          result = ~result;   
      end
    end
  end
endmodule
==> metrics.csv <==
metric;value;unit
cp.arrival;2780;ps
finalCritPeriodShare;0.933;
final-seq-area;0;um^2
top_logic_kind;adder cells;
dieArea;10800;um^2
max_cap_viol_count;0;
outcome;finished clean;
vias;989;
ios;65;
tightest_slew;214;ps
finalCoreUtilization;0.238;
drt_iter0_markers;9;
ys_area;833;um^2
top_cell;inv_1;
routed_wl;2710;um
period_needed;3540;ps
yosys_warnings;1;
grt_pass1_vias;1046;
critPathKind;in2out;
area_leaders;ha_1 (47%), inv_1 (15%), a21oi_1 (8.4%), and4_1 (5.3%), nand2_1 (3.2%);
rsz0062_at_grt;false;
dp_hpwl;2670;um
coreArea;6830;um^2
mux_share;0.0120;
overflow;0;
port_buffers;65;
ant_nets;0;
syn_avg_cell_area;7.18;um^2
worstPathRequired;3040;ps
synth_top_cell_by_area;ha_1;
place_congestion;0.688;
yosys_cells;116;
clock_buffers;0;
grt_pass1_wl;4750;um
viasPerCell;3.54;
synthSimpleGateAreaFrac;0.152;
hold_viol_final;0;
drive_gt1_frac;0.0383;
route.detailed.drc;0;
ir_worst_vdd;36.8;uV
grt_usage;0.0506;
drv_slew;0;
antenna_found_initial;0;
worst_setup_path_start_kind;primary input;
fp-utilization;0.122;
area_delta_synth_final;95.2;%
p_leak;0.808;nW
dieWidth;104;um
postCtsHoldBufs;0;
slew_headroom;0.857;
top_area_frac;0.465;
die_height;104;um
synthAoiAreaFrac;0.222;
antenna_cells;0;
total_power;147;uW
crit_path_max_fanout;3;
grt_max_degree;4;
num_rows;30;
synth_area;833;um^2
ys_types;22;
setup_viol;0;
avgRoutedWirePerCell;9.70;um
max_freq;282;MHz
warning_count;32;
synth-adder-area-share;0.465;
flops;0;
syn_inst;116;
cp-end-kind;output port;
powerDensity;90.1;nW/um^2
dr.pass1.iters;3;
synth_seq_share;0;
xor_share;0;
yosys-top-cells-count;inv_1 (33), ha_1 (31), a21oi_1 (14), nand2_1 (7), and4_1 (5);
hold_class;in2out;
==> power breakdown <==
part / leakage, nW / switching, mW / internal [mW]
Clock: 0 / 0 / 0
Combinational: 0.808 / 0.0505 / 0.0960
Sequential: 0 / 0 / 0
Total: 0.808 / 0.0505 / 0.0960
==> cell type report <==
class | instances | area, um^2
fillers | 751 | 5200
inverters | 33 | 124
multi-input cells | 83 | 718
well taps | 96 | 120
repair buffers | 67 | 664
==> metal layers <==
metal,wire length (um),GRT usage,vias up
li1,-,-,537
met1,1250,0.0638,422
met2,1310,0.0923,30
met3,140,0.00877,0
met4,0,0,0
met5,0,0,-
==> metrics by stage <==
step	instances	setup WS (ps)	setup TNS [ps]	hold WS, ps	cell area, um^2
4_1_cts	279	204	0	2450	1630
2_1_floorplan	116	1040	0	1720	833
6_report	279	256	0	2440	1630
5_1_grt	279	75.9	0	2500	1630
3_3_place_gp	279	-121	-121	2640	1620
3_5_place_dp	279	-127	-127	2630	1620
==> cells in the final DEF, fill, tap and decap left out, drive strengths merged, types with 2 or more instances in the layout <==
cell type,synthesis,routed
nor2,2,2
o21a,2,2
nand2,7,7
clkdlybuf4s50,0,64
ha,31,31
buf,0,2
nand4,3,3
and4,5,5
nand3,2,2
inv,33,33
a21oi,15,15
o21ai,5,5
a21o,2,2
==> timing repair <==
action                     in CTS  in global routing
setup buffers                   0                  0
gates resized                   3                  0
setup endpoints to repair       1                  0
==> worst max-delay path, cell delays in order <==
cell	delay, ps
clkdlybuf4s50_1	450
inv_1	40
ha_1	290
and4_1	230
and4_1	190
o21ai_1	100
o211ai_2	120
mux2i_1	150
a211oi_2	210
dlygate4sd2_1	230
==> worst paths after layout <==
path / from / end / slack (ps) / cells after the start
setup / recovery: B[18] / result / 260 / 10
hold / removal: B[31] / result / 2440 / 5
==> cells by family (layout without fill, tap and decap cells) <==
group	after synthesis	count (layout)
AOI/OAI and AO/OA	29	29
muxes	1	1
buffers and inverters	33	100
and+or+nand+nor	22	22
adders and majority gates	31	31
Power is estimated from default activity; no workload was simulated.
