==> flow/design.v <==
`timescale 1ns / 1ps
module FloatingMultiplication (
    input  [31:0] A,
    input  [31:0] B,
    output [31:0] result
);
  wire [23:0] A_Mantissa = {1'b1, A[22:0]}, B_Mantissa = {1'b1, B[22:0]};
  wire [7:0] A_Exponent = A[30:23], B_Exponent = B[30:23];
  wire A_sign = A[31], B_sign = B[31];
  reg [47:0] Temp_Mantissa;
  wire [22:0] Mantissa = Temp_Mantissa[45:23];
  reg [8:0] Exponent;
  reg Sign;
  reg [31:0] Result;
  assign result = Result;
  always @(*) begin
    if ((A_Exponent == 0) || (B_Exponent == 0)) begin
      Result = {(A_sign ^ B_sign), 31'b0};
    end else if ((A_Exponent == 8'hFF) || (B_Exponent == 8'hFF)) begin
      Result = {(A_sign ^ B_sign), 8'hFF, 23'b0};
    end else begin
      Sign = A_sign ^ B_sign;
      Exponent = A_Exponent + B_Exponent - 'd127;
      Temp_Mantissa = A_Mantissa * B_Mantissa;
      if (Temp_Mantissa[47]) begin
        Temp_Mantissa = Temp_Mantissa >> 1;
        Exponent = Exponent + 1;
      end
      if (Exponent[8] || Exponent >= 255) Result = {Sign, 8'hFF, 23'b0};   
      else if (Exponent <= 0) Result = {Sign, 31'b0};   
      else Result = {Sign, Exponent[7:0], Mantissa};
    end
  end
endmodule
==> flow/run.sh <==
#!/bin/bash
# OpenROAD 26Q1-2900-gdf79404cd8, Yosys 0.63+post, stock flow scripts
make -C /OpenROAD-flow-scripts/flow DESIGN_CONFIG=/design/flow/config.mk WORK_HOME=/design/flow/orfs finish
==> flow/config.mk <==
export PLATFORM = sky130hd
export DESIGN_NAME = FloatingMultiplication
export DESIGN_NICKNAME = FloatingMultiplication
export VERILOG_FILES = /design/flow/design.v
export SDC_FILE = /design/flow/constraint.sdc
export NUM_CORES = 4
export LEC_CHECK = 1
export CORE_UTILIZATION = 40
==> flow/constraint.sdc <==
current_design FloatingMultiplication

set clk_period 27.9
set clk_io_pct 0.2

create_clock -name clk0 -period $clk_period

set non_clock_inputs [all_inputs -no_clocks]
set_input_delay [expr $clk_period * $clk_io_pct] -clock clk0 $non_clock_inputs
set_output_delay [expr $clk_period * $clk_io_pct] -clock clk0 [all_outputs]
==> flow_summary.yaml <==
# synthesis and place-and-route metrics
synthesis:
  ys.warnings.count: 1
  synth.top_cell.area_share_pct: 48.1
  synth.cellmix.compoundShare_pct: 5.52
  synthTopCellsByArea: "sky130_fd_sc_hd__fa_1 (48%), sky130_fd_sc_hd__ha_1 (12%), sky130_fd_sc_hd__inv_1 (11%), sky130_fd_sc_hd__and2_1 (6.7%), sky130_fd_sc_hd__nand2_1 (6.7%)"
  dominantRegCellSynth: "sky130_fd_sc_hd__dlxtn_1"
  fraction_of_the_mapped_netlist_area_in_adder_cells_pct: 59.7
  leading_cell_type_by_number_of_instances_after_synthesis: "sky130_fd_sc_hd__inv_1"
  enable_flop_cells: 0
  synth.yosys.num_cells: 2329
  simple_share_synth_pct: 17.7
  syn-instance-count: 2329
  yosys_area_sq_mm: 0.0200
  netlist_area_sq_mm: 0.0200
  top_logic_kind: "adder cells"
  area_fraction_in_xor_and_xnor_cells_pct: 1.84
  yosys.cell_types.count: 65
  syn-mean-instance-area_sq_um: 8.61
  ys_async_sr_fraction_pct: 0
  cell_types_with_the_highest_counts_after_synthesis: "sky130_fd_sc_hd__inv_1 (580), sky130_fd_sc_hd__fa_1 (482), sky130_fd_sc_hd__nand2_1 (358)"
  ys_seq_elements: 23
  netlist.top_cell.by_area: "sky130_fd_sc_hd__fa_1"
  synthMuxAreaShare_pct: 0.375
drt:
  num_vias: 15000
  routed_wire_length_per_instance_um: 17.4
  drt_wl_total_um: 52800
  drt.antenna.violating_nets: 0
  n_antenna_cell: 0
  detail_route.first_pass.iterations: 5
  dr.first_iter.drc_count: 565
  post-route-drc-count: 0
  route.detailed.vias_per_inst: 4.95
floorplanning:
  die.size.x_um: 226
  floorplan.die.height_um: 226
  rows: 81
  placeableCoreArea_sq_mm: 0.0492
  floorplanUtilization_pct: 40.8
  chip_area_sq_mm: 0.0510
  design.portCount: 96
timing:
  slew_headroom_pct: 48.0
  setup_violators_final: 0
  min_period_over_period_pct: 72.5
  unclocked_regs: 23
  untimed_endpoints: 23
  fin_setup_tns_ns: 0
  unrepaired_setup_endpoints_after_global_routing: "no"
  finalHoldViolCount: 0
  drv_slew: 0
  fmax_mhz: 49.4
  post-route-min-period_ns: 20.24
  pin_slew_with_the_least_headroom_to_its_limit_ns: 0.780
critical_path:
  path_common_cell: "sky130_fd_sc_hd__fa_1"
  critical_path_required_ns: 22.32
  endpoint_kind: "output port"
  critical_path.startpoint_type: "primary input"
  crit_slowest_cell: "sky130_fd_sc_hd__clkdlybuf4s50_1"
  worst-endpoint-arrival_ns: 14.66
  path_max_fanout: 25
  criticalPathCategory: "in2out"
  crit_path_max_incr_delay_ns: 0.82
clock_network:
  cts.repair.resized: 0
  total_of_hold_buffers_inserted_after_clock_tree_synthesis: 0
  cts_setup_buffers: 0
layout:
  area.growth.synth_to_final_pct: 8.58
  multiInputGateArea_sq_mm: 0.0171
  fillCellCount: 4714
  sequential_cell_area_sq_um: 345
  largest_register_ff_count: 23
  instances_no_fill: 3027
  layout-drive-gt1-share_pct: 3.39
placement:
  place.gp.congestion: 0.942
  dpl.hpwl_um: 42700
  dpl.cell_count: 3027
  i_o_buffers: 96
global_routing:
  grt_total_ovfl: 0
  grt_usage_pct: 23.5
  grt_pass1_wl_um: 87000
  grt_start_max_net_pins: 31
  number_of_global_route_vias_before_repair: 16000
  number_of_antenna_violations_at_the_first_check_in_global_routing: 0
worst_hold_path:
  hold_path_class: "in2out"
flow_run:
  timing.max_cap.violations: 0
  warning_count: 33
status:
  run_status: "finished clean"
layout by cell type, fill, tap and decap left out, types with 6 or more instances in the layout:
cell                              netlist  final
sky130_fd_sc_hd__o21a_1                 6      6
sky130_fd_sc_hd__inv_1                580    580
sky130_fd_sc_hd__nor3_2                10     11
sky130_fd_sc_hd__o21ai_0               24     24
sky130_fd_sc_hd__a21oi_1               52     52
sky130_fd_sc_hd__xnor2_1               25     25
sky130_fd_sc_hd__o21bai_1               8      8
sky130_fd_sc_hd__and2_1               215    215
sky130_fd_sc_hd__nand2_1              358    358
sky130_fd_sc_hd__o211ai_1               6      6
sky130_fd_sc_hd__nor2_1                56     55
sky130_fd_sc_hd__nor4_1                 6      6
sky130_fd_sc_hd__a21o_1                23     23
sky130_fd_sc_hd__nand3_1                8      8
sky130_fd_sc_hd__nor3_1                30     29
sky130_fd_sc_hd__xor2_1                17     17
sky130_fd_sc_hd__dlxtn_1               23     23
sky130_fd_sc_hd__buf_4                  0     49
sky130_fd_sc_hd__clkdlybuf4s50_1        0     96
sky130_fd_sc_hd__nand4_1               17     17
sky130_fd_sc_hd__ha_1                 185    185
sky130_fd_sc_hd__a31oi_1                9      9
sky130_fd_sc_hd__fa_1                 482    482
worst paths after layout:
path / startpoint / to / slack [ns] / depth (start not counted)
setup / recovery: B[8] / result[13] / 7.66 / 29
hold / removal: A[31] / result[31] / 12.08 / 3
logic make-up after synthesis:
kind of cell             after synthesis
adder cells (fa/ha/maj)              667
buffers and inverters                693
AND-OR/OR-AND                        168
XOR/XNOR                              42
multiplexers                           7
AND/OR/NAND/NOR                      729
latches                               23
stage by stage:
step | setup slack, ns | cell area (sq um) | hold slack [ns] | utilization [%]
after floorplan | 10.06 | 20000 | 11.19 | -
after global placement | 7.80 | 21800 | 12.09 | 44.3
after detailed placement | 7.58 | 21800 | 12.08 | 44.3
after CTS | 7.55 | 21800 | 12.08 | 44.3
after global routing | 6.87 | 21800 | 12.14 | 44.3
final | 7.66 | 21800 | 12.08 | 44.3
routing by layer:
metal | track usage [%] | up-vias | part of all wire (%)
li1 | - | 6926 | -
met1 | 34.2 | 7354 | 42
met5 | 0 | - | 0
met3 | 11.6 | 31 | 12
met4 | 2.26 | 0 | 1.0
met2 | 34.2 | 678 | 44
worst max-delay path: cells and delay by family:
kind	cells	cell delay, ns
AOI/OAI and AO/OA	7	1.71
adders and majority gates	8	3.78
buffers and inverters	10	2.32
and+or+nand+nor	4	1.28
final cells by class:
type,instances,area share [%]
Tap cell,664,3.82
Multi-Input combinational cell,1613,78.5
Inverter,582,10.0
Timing Repair Buffer,145,6.11
Sequential cell,23,1.59
