==> flow/design.v <==
`timescale 1ns / 1ps
module ReLU (
    input      [31:0] num,
    output reg [31:0] result
);
  always @(num) begin
    if (num[31] == 1'b1)   
      result = 32'h0000_0000;   
    else result = num;
  end
endmodule
==> flow/run.sh <==
#!/bin/bash
# OpenROAD 26Q1-2900-gdf79404cd8, Yosys 0.63+post, stock flow scripts
make -C /OpenROAD-flow-scripts/flow DESIGN_CONFIG=/design/flow/config.mk WORK_HOME=/design/flow/orfs finish
==> flow/config.mk <==
export PLATFORM = sky130hd
export DESIGN_NAME = ReLU
export DESIGN_NICKNAME = ReLU
export VERILOG_FILES = /design/flow/design.v
export SDC_FILE = /design/flow/constraint.sdc
export NUM_CORES = 4
export LEC_CHECK = 1
export CORE_AREA = 10 10 70 70
export DIE_AREA = 0 0 80 80
==> flow/constraint.sdc <==
current_design ReLU

set clk_period 1.0
set clk_io_pct 0.2

create_clock -name clk0 -period $clk_period

set non_clock_inputs [all_inputs -no_clocks]
set_input_delay [expr $clk_period * $clk_io_pct] -clock clk0 $non_clock_inputs
set_output_delay [expr $clk_period * $clk_io_pct] -clock clk0 [all_outputs]
==> insert_results.sql <==
-- flow metrics import
INSERT INTO impl_metrics (metric_group, metric, value, unit) VALUES
('synthesis', 'syn-cell-area', '239', 'um^2'),
('grt', 'grt_max_degree', '10', ''),
('grt', 'antenna_found_initial', '0', ''),
('timing', 'fin_worst_hold_slack', '0.781', 'ns'),
('timing', 'final-setup-viol-count', '0', ''),
('worst_hold_path', 'min_path_type', 'in2out', ''),
('outcome', 'run_status', 'complete, no violations', ''),
('setup_path', 'worst_ep_required_time', '0.80', 'ns'),
('setup_path', 'crit_path_top_delay_cell', 'sky130_fd_sc_hd__buf_4', ''),
('setup_path', 'setup.worst_path.end_class', 'output port', ''),
('floorplan', 'die_height', '80', 'um'),
('finish', 'num-clock-buffers', '0', ''),
('pwr', 'ir_worst_vdd', '0.109', 'mV'),
('job', 'tool_warnings', '32', ''),
('timing', 'report.final.hold_viol_count', '0', ''),
('placed_design', 'dpl-instance-area', '901', 'um^2'),
('finish', 'final-seq-area', '0', 'um^2'),
('routing', 'route.detailed.wl_per_inst', '12.5', 'um'),
('synthesis', 'synthesis.area_per_instance', '6.64', 'um^2'),
('timing', 'fin_crit', '0.915', 'ns'),
('finish', 'summed_area_of_non_filler_cells_in_the_final_layout', '728', 'um^2'),
('finish', 'layout.filler_cells', '416', ''),
('setup_path', 'cp_common_cell', 'sky130_fd_sc_hd__buf_2', ''),
('setup_path', 'critical_path.max_fanout', '7', ''),
('floorplan', 'fp_util', '0.0700', ''),
('pwr', 'power.leakage', '0.409', 'nW'),
('routing', 'vias', '455', ''),
('synthesis', 'synthCells', '36', ''),
('setup_path', 'worst_ep_arrival_time', '0.72', 'ns'),
('synthesis', 'ys_cells', '36', ''),
('placed_design', 'gp_congestion', '0.713', ''),
('placed_design', 'port-buffer-count', '63', ''),
('grt', 'first_pass_grt_wire_length', '2710', 'um'),
('job', 'timing.max_cap.violations', '0', ''),
('finish', 'final_cell_mix', '32 x sky130_fd_sc_hd__buf_2, 31 x sky130_fd_sc_hd__nor2b_1, 31 x sky130_fd_sc_hd__dlygate4sd2_1, 3 x sky130_fd_sc_hd__buf_6', ''),
('floorplan', 'rows', '21', ''),
('clock_network', 'post_cts_buffers', '0', ''),
('routing', 'insertedDiodeCount', '0', ''),
('routing', 'detail_route.wirelength', '1810', 'um'),
('timing', 'timing.final.ws_setup', '0.0847', 'ns'),
('grt', 'vias_in_the_first_global_route', '508', ''),
('floorplan', 'coreArea', '3420', 'um^2'),
('setup_path', 'timing.setup.critical_path_class', 'in2out', ''),
('pwr', 'power_density', '281', 'nW/um^2'),
('timing', 'setup-tns-final', '0', 'ns'),
('routing', 'vias_per_inst', '3.14', ''),
('routing', 'residual_drc', '0', ''),
('placed_design', 'dp.final_hpwl', '1550', 'um'),
('routing', 'postRouteAntennaNets', '0', ''),
('synthesis', 'ys_seq_frac', '0', ''),
('grt', 'grt_util_all_layers', '0.0515', ''),
('setup_path', 'critical_path.cell_chain', 'buf_2 -> buf_4 -> nor2b_1 -> buf_2', ''),
('setup_path', 'slowest_delay', '0.16', 'ns'),
('floorplan', 'chip_area', '6400', 'um^2'),
('timing', 'final_max_slew_viol_count', '0', ''),
('routing', 'iter_0_drt_violations', '9', ''),
('routing', 'drtPass1Iterations', '2', ''),
('timing', 'timing_limited_maximum_frequency', '1090', 'MHz'),
('synthesis', 'yosysWarnings', '1', ''),
('placed_design', 'dp_slack', '-0.650', 'ns'),
('finish', 'seq_cells', '0', ''),
('finish', 'mostFrequentLayoutCell', 'sky130_fd_sc_hd__buf_2', ''),
('synthesis', 'post_synth_num_cell_types', '4', ''),
('floorplan', 'design.portCount', '64', ''),
('grt', 'globalRouteOverflowTotal', '0', ''),
('setup_path', 'startpoint_type', 'input port', ''),
('pwr', 'total_power', '205', 'uW'),
('floorplan', 'dieWidth', '80', 'um'),
('finish', 'flow.area_growth_from_synthesis', '205', '%'),
('synthesis', 'synth.yosys.chip_area', '239', 'um^2'),
('finish', 'final-comb-area', '198', 'um^2'),
('timing', 'post-route-period-util', '0.915', ''),
('finish', 'drive_gt1_frac', '0.364', ''),
('timing', 'unrepaired_setup_endpoints_after_global_routing', 'false', '');
routing by layer:
layer / share of wire / vias to the layer above / track usage
met5: 0 / - / 0
met4: 0 / 0 / 0
met3: 0.10 / 0 / 0.0182
met2: 0.50 / 30 / 0.0931
li1: - / 228 / -
met1: 0.39 / 197 / 0.0600
path summary, 6_finish.rpt:
path	endpoint	from	slack (ns)	depth (start not counted)
worst min-delay path	result[15]	num[15]	0.78	3
worst max-delay path	result[10]	num[31]	0.08	4
synth_stat cells:
cell,n,area share
sky130_fd_sc_hd__buf_4,1,0.031
sky130_fd_sc_hd__buf_6,3,0.14
sky130_fd_sc_hd__conb_1,1,0.016
sky130_fd_sc_hd__nor2b_1,31,0.81
metrics by stage:
step | instances | util
floorplan | 36 | -
global placement | 143 | 0.264
finish | 145 | 0.213
CTS | 145 | 0.213
detailed placement | 143 | 0.264
global route | 145 | 0.213
power by group:
part	switching [mW]	internal, mW
Clock	0	0
Combinational	0.0578	0.147
Sequential	0	0
Total	0.0578	0.147
worst max-delay path: cells and delay by family:
kind	cells	cell delay [ns]
buffers and inverters	3	0.40
AND/OR/NAND/NOR	1	0.11
cells by family (layout without fill, tap and decap cells):
family,after synthesis,count (layout),share of synthesized area
simple gates,31,31,0.812
buf+inv,4,67,0.173
other cells,1,1,0.0157
layout make-up:
class | count | area share
repair buffers | 67 | 0.649
multi-input cells | 32 | 0.271
well taps | 46 | 0.0790
timing repair:
item | in CTS | in global routing
resized | 133 | 0
hold buffers | 0 | 0
setup endpoints to repair | 31 | 0
Power is estimated from default activity; no workload was simulated.
